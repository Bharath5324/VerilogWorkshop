==> design.v <==
module priorityencode(in,y);
input [7:0]in;
output reg [2:0]y;
always@(*)
begin 
  if (in[7])
        y=3'b111;
    else if(in[1])
        y=3'b001;
    else if(in[2])
        y=3'b010;
    else if(in[3])
        y=3'b011;
    else if(in[4])
        y=3'b100;
    else if(in[5])
        y=3'b101;
    else if(in[6])
        y=3'b110;
    else
        y=3'b000;
end 
endmodule  
==> run.sh <==
#!/bin/bash
# OpenROAD 26Q1-2900-gdf79404cd8, Yosys 0.63+post, stock flow scripts
make -C /OpenROAD-flow-scripts/flow DESIGN_CONFIG=/design/flow/config.mk WORK_HOME=/design/flow/orfs finish
==> config.mk <==
export PLATFORM = sky130hd
export DESIGN_NAME = priorityencode
export DESIGN_NICKNAME = priorityencode
export VERILOG_FILES = /design/flow/design.v
export SDC_FILE = /design/flow/constraint.sdc
export NUM_CORES = 4
export LEC_CHECK = 1
export CORE_AREA = 10 10 70 70
export DIE_AREA = 0 0 80 80
==> constraint.sdc <==
current_design priorityencode

set clk_period 1.0
set clk_io_pct 0.2

create_clock -name clk0 -period $clk_period

set non_clock_inputs [all_inputs -no_clocks]
set_input_delay [expr $clk_period * $clk_io_pct] -clock clk0 $non_clock_inputs
set_output_delay [expr $clk_period * $clk_io_pct] -clock clk0 [all_outputs]
==> summary.txt <==
run metrics: Commonest cells post-synth 2 x inv_1, 2 x nor2_1, hold path cells 3, Filler cells 402, Final Slew Violations 0, GPL Wtd Cong 0.804, hold-critical path endpoint y[1], Worst setup SP type primary input, fmax 1.03 GHz, Row Count 21, Log Warnings 34, pwr/cell area 307 mW/mm^2, IO Pins 11, critical path type primary input to output port, gr usage total 0.00947, Vias/cell 1.84, DR vias 123, fp util 0.0172, Initial DRC Count 1, Comb gate area 85.1 um^2, largest cells by area after synthesis o41ai_2 28%, a211oi_1 13%, inv_1 13%, nor2_1 13%, a21oi_1 8.5%, initial antenna violation count 0, Power, Total 0.0756 mW, n_diodes 0, status finished, final reports clean, HP Class primary input to output port, Crit-path slowest cell o41ai_4, router iterations before antenna repair 2, Max Cap Violations 0, average size of a mapped cell 5.88 um^2, core area about 0.0034 mm^2, ANT nets after route 0, Die Wd 80 um, mapped cell area 58.8 um^2, Worst Setup End Kind output port, worst path cell trace buf_8 > o41ai_4 > buf_2, Critical Path RT 800 ps, Hold Crit Start in[1], final hold vios 0, Worst Slack Setup Final 28.5 ps, yosys cell count 10, Routed WL 393 um, Worst Path Arrival 770 ps, vias in the first global route 124, first-pass GRT wire length around 530 um, Leakage about 0.089 nW, largest net degree at the start of global routing 4, Synth warnings 1, Final min period 971 ps, flip-flop and latch area 0 um^2, Area Overhead vs Synth 319%, Clock buffer cells 0, period utilization 0.971, GRT Residual Overflow 0, final sequential cell count 0, Hold Slack 652 ps, Peak VDD IR between 0.00003 and 0.00004 V, critical path peak fanout 3, Yosys cell types 8, post-synthesis sequential area ratio 0, drc violations 0, Worst slew margin 0.848, input/output buffers 10, Syn Inst Count 10, Worst path max stage delay approximately 330 ps, Place WS -695 ps, Yosys chip area between 50 and 60 um^2, share of cells above drive strength 1 0.714, Setup violations, final 0, die area 0.00640 mm^2, DR WL/cell 5.87 um, Die Height 80 um, dpl hpwl about 280 um, dominant cell type by area after synthesis o41ai_2, Top cell area share 0.277, Slew @ Worst Pin 227 ps, RSZ-0062 raised after global routing true
==> layer usage <==
| layer | up-vias | global-route usage | part of all wire |
|---|---|---|---|
| met1 | 54 | 0.0119 | 0.49 |
| met5 | - | 0 | 0 |
| met3 | 0 | 0.00682 | 0.21 |
| met4 | 0 | 0 | 0 |
| li1 | 59 | - | - |
| met2 | 10 | 0.0136 | 0.30 |
==> area by class of cell <==
class                      instances  share of cell area
multi-input combinational          8               0.345
inverter                           2              0.0305
timing repair buffer              11               0.391
tap                               46               0.234
==> worst max-delay path: cells and delay by family <==
family / cells / cell delay [ps]
buffers and inverters: 2 / 240
AOI/OAI and AO/OA: 1 / 330
==> worst max-delay path by stage <==
stage	start	end	slack (ps)
5_1_grt	in[2]	y[1]	-10
4_1_cts	in[6]	y[2]	7
6_report	in[1]	y[2]	30
==> through the flow <==
stage / cells / util / TNS [ps] / area, um^2
after global routing: 67 / 0.0722 / -10.9 / 246
after detailed placement: 67 / 0.0656 / -2010 / 224
final: 67 / 0.0722 / 0 / 246
after CTS: 67 / 0.0601 / 0 / 205
after floorplan: 10 / - / 0 / 58.8
after global placement: 67 / 0.0656 / -2020 / 224
==> logic make-up (layout without fill, tap and decap cells) <==
kind of cell,Yosys count,after routing,share of synthesized area
AND-OR/OR-AND,5,5,0.659
AND/OR/NAND/NOR,3,3,0.213
buffers and inverters,2,13,0.128
==> timing repair <==
item,in CTS,in global routing
resized,36,16
pin swaps,4,3
setup endpoints to repair,3,3
hold buffers,0,0
setup buffers,0,0
==> where the power goes <==
part           switching [mW]  internal, mW  total (mW)
Clock                       0             0           0
Combinational          0.0314        0.0442      0.0756
Sequential                  0             0           0
Total                  0.0314        0.0442      0.0756
==> layout by cell type, fill, tap and decap left out <==
cell type      Yosys  final
nor3_4             0      1
nor2_2             0      1
buf_8              0      1
inv_1              2      2
o21ai_1            1      2
nor2_1             2      1
buf_2              0      3
a211oi_2           0      1
a21oi_2            0      1
dlygate4sd2_1      0      1
buf_6              0      4
buf_4              0      1
clkbuf_2           0      1
o41ai_4            0      1
No activity file was given, so power comes from the tool's default toggle rates.
