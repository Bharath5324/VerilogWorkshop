==> flow/design.v <==
module bit_adder (output reg [7:0] out, input [7:0] a, b);
    always @(a, b) begin
        out = a + b;
    end
endmodule
==> flow/run.sh <==
#!/bin/bash
# OpenROAD 26Q1-2900-gdf79404cd8, Yosys 0.63+post, stock flow scripts
make -C /OpenROAD-flow-scripts/flow DESIGN_CONFIG=/design/flow/config.mk WORK_HOME=/design/flow/orfs finish
==> flow/config.mk <==
export PLATFORM = sky130hd
export DESIGN_NAME = bit_adder
export DESIGN_NICKNAME = bit_adder
export VERILOG_FILES = /design/flow/design.v
export SDC_FILE = /design/flow/constraint.sdc
export NUM_CORES = 4
export LEC_CHECK = 1
export CORE_AREA = 10 10 70 70
export DIE_AREA = 0 0 80 80
==> flow/constraint.sdc <==
current_design bit_adder

set clk_period 5.8
set clk_io_pct 0.2

create_clock -name clk0 -period $clk_period

set non_clock_inputs [all_inputs -no_clocks]
set_input_delay [expr $clk_period * $clk_io_pct] -clock clk0 $non_clock_inputs
set_output_delay [expr $clk_period * $clk_io_pct] -clock clk0 [all_outputs]
==> qor.log <==
[setup_path] worst path cell trace clkdlybuf4s50_1 -> ha_1 -> inv_1 -> fa_1 -> nor2b_4 -> o31a_1 -> o311ai_1 -> clkdlybuf4s50_1
[cells_and_area] flip-flop and latch count 0
[synth] register area share after synthesis 0
[place] placed cell area 629 sq um
[drt] number of antenna-violating nets in the routed design 0
[sta] RSZ-0062 raised after global routing false
[cells_and_area] register area 0 sq um
[sta] final tally of setup violations 0
[setup_path] required time of the worst setup path 4.64 ns
[global_routing] number of global-route vias before repair 416
[setup_path] sum of buffers and inverters on the critical path 3
[clock_network] count of hold-fix buffers inserted at cts 0
[drt] ANT cells 0
[min_path] worst hold path class in2out
[drt] drt initial violations 7
[sta] smallest hold slack 3.35 ns
[sta] remaining max-slew budget at the tightest pin 0.730
[setup_path] crit path launch type input port
[setup_path] Crit Path Category in2out
[setup_path] highest net fanout along the worst path 3
[setup_path] most frequent CP cell sky130_fd_sc_hd__clkdlybuf4s50_1
[clock_network] setup bufs post-CTS 0
[drt] detailed-routing wirelength on met1 475 microns
[sta] aggregate negative setup slack 0 ns
[drt] routed vias 402
[synth] chip area estimate from yosys synthesis 332 sq um
[sta] Tcrit/Tclk final 0.753
[floorplan] die outline height 80 microns
[sta] slew at the pin with the worst max-slew slack 0.403 ns
[setup_path] Worst path top cell family by delay buffers and inverters
[floorplan] number of ports placed on the die boundary 24
[synth] Cell Area, Synth 332 sq um
[place] count of buffers from port buffering 24
[floorplan] Die Area 6400 sq um
[setup_path] Slowest Stage Delay on Critical Path 0.52 ns
[place] RD Place Congestion 0.705
[sta] min Tclk post-route 4.37 ns
[cells_and_area] synthesis-to-finish area growth 89.8%
[synth] yosys cell count 42
[drt] count of unresolved DRC violations after routing 0
[sta] final hold viol count 0
[synth] Avg Synthesized Cell Area 7.89 sq um
[sta] max-slew violations 0
[synth] Netlist cell types 23
[power_and_ir_drop] peak supply drop 0.0292 mV
[setup_path] CP max stage cell sky130_fd_sc_hd__clkdlybuf4s50_1
[cells_and_area] fraction of layout instances using a drive strength above 1 0.0152
[global_routing] first-pass GRT wire length 1810 microns
[global_routing] GR Util All Layers 0.0338
[sta] Max Clock Freq 229 MHz
[cells_and_area] count of fill cells added during filler insertion 402
[global_routing] largest net degree at the start of global routing 7
[cells_and_area] final cell area excluding filler cells 629 sq um
[floorplan] horizontal die dimension 80 microns
[setup_path] Arrival @ worst endpoint 3.21 ns
[power_and_ir_drop] LEAKAGE 0.242 nW
[synth] instance tally after logic synthesis 42
[cells_and_area] highest-count cells in the layout ignoring fill and taps 24 x sky130_fd_sc_hd__clkdlybuf4s50_1, 7 x sky130_fd_sc_hd__ha_1, 5 x sky130_fd_sc_hd__inv_1, 5 x sky130_fd_sc_hd__a21oi_1, 3 x sky130_fd_sc_hd__o211ai_1
[drt] met3 WL post-DR 209 microns
[cells_and_area] most used logic cell in the final layout sky130_fd_sc_hd__clkdlybuf4s50_1
[place] Detail Placement HPWL 1030 microns
[floorplan] Core Area 3420 sq um
[global_routing] Congestion Overflow GR 0
[clock_network] post_cts resized 0
[job] number of OpenROAD warnings 32
[drt] Avg WL per Cell 9.94 microns
[drt] sum of routed wire length over all layers 1110 microns
[global_routing] antenna violations before repair 0
[drt] Pre-antenna DRT Iters 5
[outcome] result of the run finished, final reports clean
[floorplan] FP Rows 21
[setup_path] nature of the critical path endpoint output pin
[drt] highest layer used for signal routing met3
[synth] Yosys warnings 1
[floorplan] fp util 0.0971
[power_and_ir_drop] total power divided by cell area 98.2 nW/um^2
[job] max-cap violation count 0
[drt] total met2 wirelength after detailed routing 428 microns
[cells_and_area] final-layout clock buffer total 0
[drt] via density per instance 3.59
-- path summary, 6_finish.rpt --
| check | cells after the start | from | endpoint |
|---|---|---|---|
| max | 8 | a[0] | out[6] |
| min | 3 | b[0] | out[0] |
-- Yosys cell counts --
master | number | share of area
sky130_fd_sc_hd__ha_1 | 7 | 0.26
sky130_fd_sc_hd__a21oi_1 | 5 | 0.075
sky130_fd_sc_hd__inv_1 | 5 | 0.057
sky130_fd_sc_hd__o211ai_1 | 3 | 0.068
sky130_fd_sc_hd__o21ai_0 | 2 | 0.030
sky130_fd_sc_hd__xnor2_1 | 2 | 0.053
sky130_fd_sc_hd__xor2_1 | 2 | 0.053
sky130_fd_sc_hd__a211oi_1 | 1 | 0.023
sky130_fd_sc_hd__a21o_1 | 1 | 0.023
sky130_fd_sc_hd__a221oi_1 | 1 | 0.026
sky130_fd_sc_hd__fa_1 | 1 | 0.060
sky130_fd_sc_hd__nand2_1 | 1 | 0.011
sky130_fd_sc_hd__nand2b_1 | 1 | 0.019
sky130_fd_sc_hd__nor2_1 | 1 | 0.011
sky130_fd_sc_hd__nor2b_1 | 1 | 0.019
sky130_fd_sc_hd__nor2b_4 | 1 | 0.041
sky130_fd_sc_hd__nor3_1 | 1 | 0.015
sky130_fd_sc_hd__nor3b_1 | 1 | 0.023
sky130_fd_sc_hd__o21a_1 | 1 | 0.023
sky130_fd_sc_hd__o2bb2ai_1 | 1 | 0.026
sky130_fd_sc_hd__o311ai_0 | 1 | 0.026
sky130_fd_sc_hd__o311ai_1 | 1 | 0.026
sky130_fd_sc_hd__o31a_1 | 1 | 0.026
-- worst min-delay path: stages --
cell	delay (ns)
sky130_fd_sc_hd__clkdlybuf4s50_1	0.45
sky130_fd_sc_hd__ha_1	0.12
sky130_fd_sc_hd__clkdlybuf4s50_1	0.46
-- metrics by stage --
stage | setup slack (ns) | utilization | std cells | total power, mW
floorplan | 2.50 | - | 42 | 0.0263
global placement | 1.43 | 0.184 | 112 | 0.0628
detailed placement | 1.41 | 0.184 | 112 | 0.0628
CTS | 1.41 | 0.184 | 112 | 0.0634
global route | 1.29 | 0.184 | 112 | 0.0696
finish | 1.43 | 0.184 | 112 | 0.0618
-- kinds of logic after synthesis --
logic type               synth area share
adder cells (fa/ha/maj)             0.325
XOR/XNOR                            0.106
AND/OR/NAND/NOR                     0.140
buffers and inverters              0.0566
AND-OR/OR-AND                       0.374
-- where the power goes --
part | internal, mW | switching [mW] | total (mW)
combinational | 0.0402 | 0.0216 | 0.0618
sequential | 0 | 0 | 0
clock | 0 | 0 | 0
-- layer usage --
metal / vias to the layer above / GRT usage
li1: 211 / -
met1: 173 / 0.0417
met2: 18 / 0.0514
met3: 0 / 0.0216
met4: 0 / 0
met5: - / 0
-- cell type report --
| cell class | count | area [sq um] | area share |
|---|---|---|---|
| repair buffers | 24 | 240 | 0.382 |
| well taps | 46 | 57.6 | 0.0915 |
| multi-input cells | 37 | 313 | 0.497 |
| inverters | 5 | 18.8 | 0.0298 |
No activity file was given, so power comes from the tool's default toggle rates.
